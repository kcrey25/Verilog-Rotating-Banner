## design.v

```verilog
`timescale 1ns / 1ps
module WidgetPro(
	input clock,
	output [3:0] anode,
	output [7:0] sseg
					  );
reg [19:0] count = 0;
reg [7:0] count2 = 0;
reg [7:0] letterCount = 0;
reg [1:0] anodeSel = 0;				 
reg [3:0] anodeSet = 4'b1110;		 
reg [7:0] BCD = 0;					 
reg [3:0] seg0 = 0, 
			 seg1 = 0, 
			 seg2 = 0, 
			 seg3 = 0;  
reg [3:0] letter = 0;		 
assign sseg = BCD;
assign anode = anodeSet;
always @ (anodeSel)
begin
	case (anodeSel)
		2'b00: anodeSet = 4'b1110;
		2'b01: anodeSet = 4'b1101;
		2'b10: anodeSet = 4'b1011;
		2'b11: anodeSet = 4'b0111;
	endcase
end
always @ (posedge clock)
begin
	count = count + 1;
	if (count == 100000)
	begin
		count = 0;
		anodeSel = anodeSel + 1;
		count2 = count2 + 1;
	end
	if (count2 == 250)
	begin
		letterCount = letterCount + 1;
		count2 = 0;
		seg0 = seg1;
		seg1 = seg2;
		seg2 = seg3;
		seg3 = letter;
	end
	if (letterCount == 17)
		letterCount = 0;
end
always @ (letterCount)
begin
	case (letterCount)
		8'h00: letter = 4'h2;  
		8'h01: letter = 4'hE;  
		8'h02: letter = 4'h3;  
		8'h03: letter = 4'h3;  
		8'h04: letter = 4'h0;  
		8'h05: letter = 4'h6;  
		8'h06: letter = 4'hB;  
		8'h07: letter = 4'h4;  
		8'h08: letter = 4'h0;  
		8'h09: letter = 4'h6;  
		8'h0A: letter = 4'hF;  
		8'h0B: letter = 4'h1;  
		8'h0C: letter = 4'h5;  
		8'h0D: letter = 4'h2;  
		8'h0E: letter = 4'hE;  
		8'h0F: letter = 4'h4;  
		8'h10: letter = 4'h6;  
	endcase
end
always @ (anodeSel)	 
begin
	if (anodeSet == 4'b1110)
	begin
		case (seg3)
			4'h0: BCD = (8'b11000000);  
			4'h1: BCD = (8'b11111001);  
			4'h2: BCD = (8'b10001001);  
			4'h3: BCD = (8'b11000111);  
			4'h4: BCD = (8'b10101111);  
			4'h5: BCD = (8'b10010010);  
			4'h6: BCD = (8'b11111111);  
			4'hA: BCD = (8'b10001000);  
			4'hB: BCD = (8'b10000011);  
			4'hC: BCD = (8'b11000110);  
			4'hD: BCD = (8'b10100001);  
			4'hE: BCD = (8'b10000110);  
			4'hF: BCD = (8'b10001110);  
			default: BCD = (8'b11111111);
		endcase
	end
	if (anodeSet == 4'b1101)
	begin
		case (seg2)
			4'h0: BCD = (8'b11000000);  
			4'h1: BCD = (8'b11111001);  
			4'h2: BCD = (8'b10001001);  
			4'h3: BCD = (8'b11000111);  
			4'h4: BCD = (8'b10101111);  
			4'h5: BCD = (8'b10010010);  
			4'h6: BCD = (8'b11111111);  
			4'hA: BCD = (8'b10001000);  
			4'hB: BCD = (8'b10000011);  
			4'hC: BCD = (8'b11000110);  
			4'hD: BCD = (8'b10100001);  
			4'hE: BCD = (8'b10000110);  
			4'hF: BCD = (8'b10001110);  
			default: BCD = (8'b11111111);
		endcase
	end
	if (anodeSet == 4'b1011)
	begin
		case (seg1)
			4'h0: BCD = (8'b11000000);  
			4'h1: BCD = (8'b11111001);  
			4'h2: BCD = (8'b10001001);  
			4'h3: BCD = (8'b11000111);  
			4'h4: BCD = (8'b10101111);  
			4'h5: BCD = (8'b10010010);  
			4'h6: BCD = (8'b11111111);  
			4'hA: BCD = (8'b10001000);  
			4'hB: BCD = (8'b10000011);  
			4'hC: BCD = (8'b11000110);  
			4'hD: BCD = (8'b10100001);  
			4'hE: BCD = (8'b10000110);  
			4'hF: BCD = (8'b10001110);  
			default: BCD = (8'b11111111);
		endcase
	end
	if (anodeSet == 4'b0111)
	begin
		case (seg0)
			4'h0: BCD = (8'b11000000);  
			4'h1: BCD = (8'b11111001);  
			4'h2: BCD = (8'b10001001);  
			4'h3: BCD = (8'b11000111);  
			4'h4: BCD = (8'b10101111);  
			4'h5: BCD = (8'b10010010);  
			4'h6: BCD = (8'b11111111);  
			4'hA: BCD = (8'b10001000);  
			4'hB: BCD = (8'b10000011);  
			4'hC: BCD = (8'b11000110);  
			4'hD: BCD = (8'b10100001);  
			4'hE: BCD = (8'b10000110);  
			4'hF: BCD = (8'b10001110);  
			default: BCD = (8'b11111111);
		endcase
	end
end
endmodule
```

## run.sh

```bash
#!/bin/bash
# OpenROAD 26Q1-2900-gdf79404cd8, Yosys 0.63+post, stock flow scripts
make -C /OpenROAD-flow-scripts/flow DESIGN_CONFIG=/design/flow/config.mk WORK_HOME=/design/flow/orfs finish
```

## config.mk

```make
export PLATFORM = sky130hd
export DESIGN_NAME = WidgetPro
export DESIGN_NICKNAME = WidgetPro
export VERILOG_FILES = /design/flow/design.v
export SDC_FILE = /design/flow/constraint.sdc
export NUM_CORES = 4
export LEC_CHECK = 1
export CORE_UTILIZATION = 30
```

## constraint.sdc

```tcl
current_design WidgetPro

set clk_period 11.6
set clk_io_pct 0.2

create_clock -name clk0 -period $clk_period [get_ports {clock}]

set non_clock_inputs [all_inputs -no_clocks]
set_input_delay [expr $clk_period * $clk_io_pct] -clock clk0 $non_clock_inputs
set_output_delay [expr $clk_period * $clk_io_pct] -clock clk0 [all_outputs]
```

==> flow_metrics.tcl <==
# yosys + openroad results
set metrics [dict create \
    relSlewSlack_pct 50.4 \
    r2r_start "count[0]" \
    synth_warnings 1 \
    ys_ff 66 \
    synthToLayoutAreaGrowth_pct 8.62 \
    cts_buffers 5 \
    final_max_slew_viol_count 0 \
    ys_area_um2 4500 \
    untimed_endpoints 16 \
    vdd_drop_max_mv 0.0484 \
    switching_power_w 0.0000673 \
    synthCells 522 \
    p_leak_nw 1.79 \
    cp-start-kind "flop" \
    end_kind "output pin" \
    powerDensity_nw_per_um2 70.2 \
    die-area_um2 15500 \
    p_clk_share_pct 43.0 \
    p_int_w 0.000276 \
    cts_root_buf "clkbuf_16" \
    ys_cells 522 \
    final-hold-violation-count 0 \
    async_flop_share_pct 0 \
    tool_warnings 59 \
    ios 13 \
    seqPwrFrac_pct 56.8 \
    ant_nets 0 \
    post-route-util_pct 33.5 \
    core.rowCount 44 \
    first_global_vias 3118 \
    holdWs_ps 517 \
    rsz0062_at_grt "false" \
    period_used_pct 47.0 \
    tritoncts "done" \
    status "finished, final reports clean" \
    post_drt_wl_per_cell_um 11.6 \
    swShare_pct 19.6 \
    setup-violations-final 0 \
    antenna_found_initial 0 \
    totalWireLength_um 8200 \
    core_area_um2 14600 \
    edf_count 18 \
    cts_setup_buffers 0 \
    arrival_ps 3130 \
    fin_skew_ps 8.62 \
    finalPower_w 0.000343 \
    cp-startpoint "seg2[1]" \
    die_h_um 125 \
    final_cell_mix "nor2_1 (47), ha_1 (42), nand2_1 (37), dfxtp_1 (36), o21ai_0 (35)" \
    routed_via_density 4.93 \
    p_comb_share_pct 0.1 \
    die_w_um 125 \
    hold_buffers 0 \
    final_common_cell "nor2_1" \
    clock.fmax_mhz 184 \
    cap_violations 0 \
    initial_core_util_pct 30.9 \
    hold_depth 1 \
    syn_area_um2 4500 \
    synthFlopType "dfxtp_1" \
    cts_htree_levels 2 \
    grt-ovfl-total 0 \
    insertedDiodeCount 0 \
    worst_slack_ps 6150 \
    critPathRequiredTime_ps 9280 \
    clk_latency_ps 290 \
    cts_resized 0 \
    worst_setup_hold_path_clk_slew_ps 70 \
    tightest_slew_ps 742 \
    hpwl_um 6070 \
    dpl_worst_slack_ps 6420 \
    min_period_ps 5450 \
    cp_max_fo 11 \
    dr.pass1.iters 4 \
    hp-class "reg2reg" \
    portBuffers 12 \
    synth_cell_types 58 \
    synth.avg_cell_area_um2 8.62 \
    ff2ff_path_depth 9 \
    grt_max_degree 18 \
    place_congestion 0.851 \
    unclocked_pins 12 \
    clk_path_buf_depth 2 \
    grt_pass1_wl_um 14600 \
    drc 0 \
    setup.worst_path.class "reg2out" \
    totalNegativeSetupSlack_ps 0 \
    drt-initial-drc-count 220 \
    layout-drive-gt1-share_pct 4.98 \
    grt_usage_pct 11.1 \
    num_vias 3478 \
    worstHoldStart "count[0]" \
]
==> power by group through the flow <==
stage,clock network (W),logic [W],registers [W]
4_1_cts,0.000153,0.000000423,0.000195
5_1_grt,0.000163,0.000000585,0.000195
6_report,0.000148,0.000000400,0.000195
==> cell families (layout without fill, tap and decap cells) <==
family | Yosys count | count (layout) | share of synthesized area (%)
adder cells (fa/ha/maj) | 42 | 42 | 11.7
XOR/XNOR | 41 | 41 | 7.98
other | 2 | 9 | 0.167
latches | 12 | 12 | 4.00
AND/OR/NAND/NOR | 179 | 179 | 20.2
multiplexers | 20 | 20 | 6.86
flip-flops | 54 | 54 | 28.0
AND-OR/OR-AND | 111 | 111 | 15.3
buffers and inverters | 61 | 54 | 5.75
==> metal layers <==
layer	routed length (um)	global-route usage (%)	share of wire [%]
met3	389	1.62	4.7
met2	3470	16.8	42
met5	0	0	0
met1	4250	17.8	52
met4	82	1.06	1.0
==> area by class of cell <==
| class | count | area, um^2 |
|---|---|---|
| Fill cell | 1457 | 9700 |
| Multi-Input combinational cell | 402 | 2830 |
| Sequential cell | 66 | 1440 |
| Tap cell | 184 | 230 |
| Clock buffer | 6 | 129 |
| Inverter | 34 | 128 |
| Timing Repair Buffer | 12 | 120 |
| Clock inverter | 2 | 13.8 |
==> critical path, stage by stage (launching register included) <==
cell,delay [ps]
edfxtp_1,580
inv_1,200
ha_1,250
mux4_2,470
mux2i_1,180
nor2_1,60
a21oi_1,120
nor2_1,60
a21oi_1,130
dlxtn_1,350
clkdlybuf4s50_1,450
==> worst paths after layout <==
kind                     to  slack, ps
max                 sseg[0]       6150
min                count[0]        520
max reg2reg  letterCount[4]       7820
min reg2reg        count[0]        520
==> sequential cells by signal, summed over array words and instances, names as in the netlist <==
name,cells
letter,4
count,20
BCD,8
letterCount,8
seg2,4
seg3,4
seg0,4
anodeSel,2
count2,8
seg1,4
==> stage by stage <==
stage | cells | instance area (um^2)
detailed placement | 698 | 4750
global placement | 698 | 4750
global route | 706 | 4890
floorplan | 529 | 4530
CTS | 706 | 4890
finish | 706 | 4890
==> cell usage after synthesis, types with 4 or more instances <==
library cell  count  area [um^2]
a21o_1            5         37.5
dfxtp_1          36          721
nand4_1           7         43.8
or3_1             8         50.1
and4_1            4         35.0
nor4_1            6         37.5
nand3_1          21          105
a31oi_1           7         43.8
dlxtn_1          12          180
o21ai_0          35          175
nor2_1           47          176
clkbuf_1         17         63.8
and3_1            9         56.3
ha_1             42          526
xor2_1           16          140
o311ai_0          4         35.0
mux2i_1           8         80.1
a21oi_1          26          130
nand2_1          37          139
nor2b_1           4         25.0
edfxtp_1         18          541
xnor2_1          25          219
a211oi_1          6         45.0
mux4_2            7          158
o211ai_1          9         67.6
nor3_1           18         90.1
inv_1            34          128
Power is estimated from default activity; no workload was simulated.
